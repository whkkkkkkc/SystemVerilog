==> flow/design.v <==
`timescale      1ns/1ps
interface alu_io(input bit clock);
	parameter data_width = 32;
	parameter op_width = 3;
	logic reset;
	logic [data_width-1:0] data_1,data_2;
	logic [op_width-1:0] op;
	logic [op_width-1:0] sel;
	logic arith,shift;
	logic [data_width-1:0] data_out;
	clocking cb @(posedge clock);
		default input #1 output #1;
		output data_1;
		output data_2;
		output op;
		output sel;
		output arith;
		output shift;
		input data_out;
	endclocking
	modport TB(clocking cb, output reset);
endinterface
`timescale 1ns / 1ps
module  arith_alu (
	input		wire	clock,reset,enable						,
	input		wire	signed 	[31:0]	aluin1,aluin2,
	input		wire	[2:0]	aluopselect,
	input		wire	[2:0]	aluoperation,
	output		wire	signed 	[31:0]	aluout);
`timescale 1ns / 1ps
reg		signed 	[31:0]	out_reg;
wire	signed	[31:0]	add_1,add_2,add_result;
assign add_1 = 	(aluoperation==3'b001)?{16'b0,aluin1[15:0]}:aluin1;
assign add_2 = 	(aluoperation==3'b001)?{16'b0,aluin2[15:0]}:
				(aluoperation==3'b010)?(-aluin2):aluin2;
assign add_result = add_1	+	add_2;
assign aluout = out_reg;
always @(posedge clock or posedge reset) begin
	if (reset) begin
		out_reg	<=	32'b0;
	end
	else if (enable&&(aluopselect==3'b001)) begin
		case (aluoperation) 
		    3'b000:
		        out_reg	<=	add_result;
		    3'b001:
		        out_reg	<=	{16'b0,add_result[15:0]};
		    3'b010:
		    	out_reg	<=	add_result;
		    3'b011:
		    	out_reg	<=	~aluin2;
		    3'b100:
		    	out_reg	<=	aluin1&aluin2;
		    3'b101:
		    	out_reg	<=	aluin1|aluin2;
		    3'b110:
		    	out_reg	<=	aluin1^aluin2;
		    3'b111:
		    	out_reg	<=	{aluin2[15:0],16'h0};
		    default:
		    	out_reg	<=	out_reg;
		endcase
	end
end
endmodule
`timescale      1ns/1ps
`timescale 1ns / 1ps
module  shift_alu(
	input		wire	clock,reset,enable		, 
	input		wire	signed     [31:0]	in		,
	input 		wire	[2:0]	shift			,
	input		wire 	[2:0]	shift_operation	,	
	output 		wire	signed   [31:0]	aluout
);
reg	signed	[31:0]	out_reg;
wire    signed  [39:0]  in_prefix;
assign aluout =	out_reg;
assign in_prefix = in[31]?{8'hff,in}:{8'b0,in};
always @(posedge clock or posedge reset) begin
                	if (reset) begin
                		out_reg	<=	32'b0;
                	end
                	else if (enable) begin
                		case (shift_operation) 
                		    3'b000:
                		        out_reg	<=	in<<shift    ;
                		    3'b001:
                		        out_reg	<=	in<<shift    ;
                		    3'b010:
                		    	out_reg	<=	in>>shift    ;
                		    3'b011:
                		    	out_reg	<=	in_prefix>>shift;
                		    default:
                		        out_reg	<=	in    ;
                		endcase
                	end
                        else
                                out_reg <= out_reg;
                end                
endmodule
`timescale 1ns / 1ps
`timescale 1ns / 1ps
module alu_dut(
    clock,reset_n,aluin1,aluin2,operation,opselect,enable_arith,enable_shift,aluout
);
input           clock,reset_n,enable_arith,enable_shift; 
input   [31:0]   aluin1;
input   [31:0]   aluin2;
input   [2:0]    operation;
input   [2:0]    opselect;
output  [31:0]   aluout;
wire	[31:0]	aluout_arith,aluout_shift;
reg		mux_ctrl;
always @(posedge clock or posedge reset_n) begin
	if (reset_n) begin
		mux_ctrl	<=	1'b0;		
	end
	else begin
		mux_ctrl	<=	enable_arith;
	end
end
assign aluout = mux_ctrl?aluout_arith:aluout_shift;
arith_alu ARITH_ALU(	.clock(clock),
						.reset(reset_n),
						.enable(enable_arith),
						.aluin1(aluin1),
						.aluin2(aluin2),
						.aluopselect(opselect),
						.aluoperation(operation),
						.aluout(aluout_arith));
shift_alu SHIFT_ALU(	.clock(clock),
						.reset(reset_n),
						.enable(enable_shift),
						.in(aluin1),
						.shift_operation(opselect),
						.shift(operation),
						.aluout(aluout_shift));
endmodule
==> flow/run.sh <==
#!/bin/bash
# OpenROAD 26Q1-2900-gdf79404cd8, Yosys 0.63+post, stock flow scripts
make -C /OpenROAD-flow-scripts/flow DESIGN_CONFIG=/design/flow/config.mk WORK_HOME=/design/flow/orfs finish
==> flow/config.mk <==
export PLATFORM = sky130hd
export DESIGN_NAME = alu_dut
export DESIGN_NICKNAME = alu_dut
export VERILOG_FILES = /design/flow/design.v
export SDC_FILE = /design/flow/constraint.sdc
export NUM_CORES = 4
export LEC_CHECK = 1
export CORE_UTILIZATION = 50
export SYNTH_HDL_FRONTEND = slang
==> flow/constraint.sdc <==
current_design alu_dut

set clk_period 3.3
set clk_io_pct 0.2

create_clock -name clk0 -period $clk_period [get_ports {clock}]

set non_clock_inputs [all_inputs -no_clocks]
set_input_delay [expr $clk_period * $clk_io_pct] -clock clk0 $non_clock_inputs
set_output_delay [expr $clk_period * $clk_io_pct] -clock clk0 [all_outputs]
==> out/qor.txt <==
Outcome: complete, but fails checks
Failing checks: setup timing
Max-slew violations: 0
First-pass GRT wire length: 57.8 mm
XOR/XNOR Area Share: 5.39%
Final WL: 38.0 mm
Cell area after synthesis: 9570 um2
Setup crit end kind: flip-flop
Clk latency late pin: 340 ps
Drt first pass iters: 5
Slew HR: 43.3%
Power Density: 330 nW/um2
Library cells used by synthesis: 70
TNS Setup: -7640 ps
Peak VDD IR: 0.198 mV
Simple-gate share of the synthesized area: 19.8%
Crit start category: primary input
Crit path DAT: 4290 ps
Syn_area_per_cell: 7.29 um2
Post-route ant nets: 0
Tool warnings: 62
Slowest CP cell: or4_4
Core footprint: 18700 um2
Finished Layout Cells: 1819
Hold Path Stages: 2
Leak: 0.00604 uW
Initial Utilization: 51.2%
Row Count: 50
Cells after Synth: 1313
Max incr delay on CP: 540 ps
CTS tree: built
Die width: 140 um
Total CTS buffers: 9
GRT overflow: 0
Number of global-route vias before repair: 10.0k
Vias per cell: 6.08
Main synth FF type: dfrtp_1
Yosys aoi share: 27.9%
HP Class: flip-flop to flip-flop
Synth Warn #: 0
Worst-margin pin slew: 851 ps
PortBufs: 105
GRT Overall Usage: 39.7%
Register share after synthesis: 17.0%
Critical path, cell by cell: buf_6, or4_4, nor2_4, nand3_2, or3_4, nor2_4, a21oi_2, xnor2_1, nor2_1, ha_2, a211oi_2, nor2_2, or3b_4, a221oi_2, a21boi_2, o21ai_2, a211oi_2, xor2_1, o221ai_1
Yosys reg bits: 65
Top non-seq family: AND-OR/OR-AND gates
Adder Share, Synth: 12.8%
DR iter-0 viols: 1167
CTS Sinks: 65
Die H: 140 um
H-tree Lvls: 3
Post-route clock period utilization: 124%
Top Ports: 106
Area delta synth->final: 38.9%
Most common logic cell in the routed design: buf_4
Setup violators final: 16
Detailed-route via count: 11.1k
Final Hold Viols: 0
Antenna violations before repair: 0
Number of enable flip-flop cells: 0
Setup ws final: -777 ps
Final GP Congestion: 1.00
Number of inserted diodes: 0
Placed cells: 1780
CTS hold repair buffers: 0
DP HPWL: 28.9 mm
Root cell of the clock tree: clkbuf_16
Ys cells: 1313
Clk buf depth: 2
# DRC: 0
Max Clock Freq: 245 MHz
Register clock-pin slew on the reported worst setup and hold paths: 60 ps
Worst R2R Path Depth: 4
Worst Path Max Fanout: 3
Share of cells above drive strength 1: 28.6%
Top cells excl fill/tap: buf_4, nor2_1, a21oi_1
RSZ-0062 raised after global routing: true
Clock skew: 0 ps
Max-cap check violation count: 0
Chip area: 19700 um2
Post-synth mux share: 10.2%
Largest net degree at the start of global routing: 83
Area reported by Yosys stat: 9570 um2
Required time worst endpoint: 3510 ps
CP Class: primary input to flip-flop
Ys async rst share: 100%
Tmin final: 4080 ps
Per-cell routed wire length: 20.9 um
[flip-flops by register name, summed over array words and instances, names as in the netlist]
| register | flops |
|---|---|
| SHIFT_ALU.aluout | 32 |
| mux_ctrl | 1 |
| ARITH_ALU.aluout | 32 |
[area by class of cell]
type	count	area (um2)
clock buffer	13	250
clock inverter	3	40.0
fill	1490	5420
inverter	84	323
multi-input combinational	1070	7850
sequential	65	1630
tap	234	293
timing repair buffer	350	2900
[stage by stage]
step | hold WS (ps) | total power [uW] | setup WS, ps | utilization (%) | instance area (um2)
2_1_floorplan | 443 | 2160 | -996 | - | 9750
3_3_place_gp | 469 | 3120 | -1500 | 65.7 | 12300
3_5_place_dp | 469 | 3130 | -1560 | 65.7 | 12300
4_1_cts | 487 | 4260 | -833 | 70.1 | 13100
5_1_grt | 510 | 4630 | -988 | 71.0 | 13300
6_report | 485 | 4390 | -777 | 71.0 | 13300
[synth_stat cells, drive strengths merged (14+ instances only)]
cell / count / area share, %
o22ai: 21 / 1.4
mux2: 44 / 5.2
a21oi: 127 / 6.6
a21o: 23 / 1.8
inv: 84 / 3.3
nand2: 106 / 4.2
nand3: 17 / 0.94
o221ai: 24 / 2.2
nor2b: 14 / 0.92
nor3: 36 / 2.0
a211oi: 18 / 1.5
xor2: 17 / 1.6
buf: 20 / 0.89
xnor2: 41 / 3.8
dfrtp: 65 / 17
clkbuf: 74 / 2.9
mux2i: 18 / 1.9
nor2: 201 / 8.0
ha: 96 / 13
o21ai: 86 / 4.5
a22oi: 22 / 1.7
[where the power goes]
group          switching (uW)  total, uW  internal [uW]
registers                 142       1090            947
clock network             384        988            605
logic                    1160       2310           1150
[metal layers]
| layer | wire [um] | global-route usage (%) |
|---|---|---|
| met3 | 4580 | 12.6 |
| met1 | 17200 | 62.2 |
| met4 | 1090 | 9.25 |
| met2 | 15200 | 53.2 |
| met5 | 0 | 0 |
[cell families after synthesis]
family / Yosys count
compound gates: 413
buf+inv: 178
xor+xnor: 58
fa+ha+maj: 97
mux: 75
flops: 65
simple gates: 427
[what timing repair did]
| action | CTS | global route |
|---|---|---|
| endpoints found under the hold margin | 0 | 0 |
| setup buffers | 20 | 5 |
| endpoints found under the setup margin | 23 | 21 |
| gates resized | 124 | 43 |
| pin swaps | 63 | 45 |
| gates cloned | 0 | 0 |
[worst paths after layout]
check	from	to	slack [ps]
worst max-delay path	aluin2[10]	ARITH_ALU.aluout[28]	-780
worst min-delay path	ARITH_ALU.aluout[25]	ARITH_ALU.aluout[25]	480
worst max register to register	ARITH_ALU.aluout[30]	ARITH_ALU.aluout[30]	2270
worst min register to register	ARITH_ALU.aluout[25]	ARITH_ALU.aluout[25]	480
max in group asynchronous	reset_n	ARITH_ALU.aluout[21]	1880
min in group asynchronous	reset_n	mux_ctrl	670
[critical path, delay by kind of cell]
family	cells	cell delay, ps
adders and majority gates	1	200
xor gates and xnor gates	2	350
AOI/OAI and AO/OA	7	1240
and+or+nand+nor	8	1740
buffers and inverters	1	90
Power is estimated from default activity; no workload was simulated.
